[./run.sh]
#!/bin/bash
# OpenROAD 26Q1-2900-gdf79404cd8, Yosys 0.63+post, stock flow scripts
make -C /OpenROAD-flow-scripts/flow DESIGN_CONFIG=/design/flow/config.mk WORK_HOME=/design/flow/orfs finish
[./config.mk]
export PLATFORM = sky130hd
export DESIGN_NAME = tagby2
export DESIGN_NICKNAME = tagby2
export VERILOG_FILES = /design/flow/design.v
export SDC_FILE = /design/flow/constraint.sdc
export NUM_CORES = 4
export LEC_CHECK = 1
export CORE_AREA = 10 10 397 397
export DIE_AREA = 0 0 407 407
[./constraint.sdc]
current_design tagby2

set clk_period 10.7
set clk_io_pct 0.2

create_clock -name clk0 -period $clk_period [get_ports {clk}]

set non_clock_inputs [all_inputs -no_clocks]
set_input_delay [expr $clk_period * $clk_io_pct] -clock clk0 $non_clock_inputs
set_output_delay [expr $clk_period * $clk_io_pct] -clock clk0 [all_outputs]
[./design.v]
module tagby2 (u,b,a,y,x,e,clk,ldb, lda, ldx, ldy, lde, innerprod);
   output reg [6:0] u;
   input [237:0]    b;
   input [237:0]    a;
   input [135:0]    y;
   input [135:0]    x;
   input [6:0] 	    e;
   input 	    clk, ldb, lda, ldx, ldy, lde, innerprod;
   reg [237:0] 	    ch;
   reg [135:0] 	    sec;
   reg [6:0] 	    er;
   reg [6:0] 	    u;
   reg [6:0] 	    accin [1:0];
   reg [6:0] 	    accout[1:0], accinv[1:0];
   reg [6:0] 	    accunsign;
   wire [7:0] 	    acctmp[1:0];
   assign acctmp[0] = {1'b0,accinv[0]} + {1'b0,u};
   assign acctmp[1] = {1'b0,accinv[1]} + {1'b0,accout[0]};
   always @ (*) begin
      case  (sec[2:0])
	6: accin[0] <= {ch[0],ch[6:1]};
	5: accin[0] <= {ch[1:0],ch[6:2]};
	4: accin[0] <= {ch[2:0],ch[6:3]};
	3: accin[0] <= {ch[3:0],ch[6:4]};
	2: accin[0] <= {ch[4:0],ch[6:5]};
	1: accin[0] <= {ch[5:0],ch[6]};
	default: accin[0] <= ch[6:0];
      endcase  
      case  (sec[6:4])
	6: accin[1] <= {ch[0+7],ch[6+7:1+7]};
	5: accin[1] <= {ch[1+7:0+7],ch[6+7:2+7]};
	4: accin[1] <= {ch[2+7:0+7],ch[6+7:3+7]};
	3: accin[1] <= {ch[3+7:0+7],ch[6+7:4+7]};
	2: accin[1] <= {ch[4+7:0+7],ch[6+7:5+7]};
	1: accin[1] <= {ch[5+7:0+7],ch[6+7]};
	default: accin[1] <= ch[6+7:0+7];
      endcase  
      if (acctmp[0][7] == 1) begin
	 accout[0] <= acctmp[0] + 1;
      end
      else begin
	 accout[0] <= acctmp[0];
      end
      if (acctmp[1][7] == 1) begin
	 accout[1] <= acctmp[1] + 1;
      end
      else begin
	 accout[1] <= acctmp[1];
      end
      if (sec[3]) begin
	 accinv[0] <= ~(accin[0]);
      end
      else begin
	 accinv[0] <= accin[0];
      end
      if (sec[7]) begin
	 accinv[1] <= ~(accin[1]);
      end
      else begin
	 accinv[1] <= accin[1];
      end
   end  
   always @ (posedge clk) begin
      if (lde) begin
	 u <= e;
      end
      else if (innerprod) begin
	 u <= accout[1];
      end
      if (ldb) begin
	 ch <= b;
      end
      else if (lda) begin
	 ch <= a;
      end
      else if (innerprod) begin
	 ch <= {ch[13:0],ch[237:14]};
      end
      if (ldx) begin
	 sec <= x;
      end
      else if (ldy) begin
	 sec <= y;
      end
      else if (innerprod) begin
	 sec <= {sec[7:0],sec[135:8]};
      end
   end  
endmodule
==> deck_impl_summary.md <==
Flow Results at a Glance

STA
  • Worst slew pin tran: between 800 and 900 ps
  • Final Skew: 31.04 ps
  • Setup violations, final: 0
  • Final hold vios: 0
  • Fin crit share: 45.84%
  • Max-slew violations: 0
  • Min Clock Period, post-route: 4905 ps
  • Fmax: 0.2039 GHz
  • Final worst slack: between 5000 and 6000 ps
  • Setup repair after global routing missed its margin: false
  • Fin Setup TNS: 0 ps
  • Hold WS: between 500 and 600 ps
  • Slew headroom: 45.90%

Drt
  • Avg Vias per Cell: 3.653
  • Total Wirelength: 96,810 µm
  • DRC violation count after routing: 0
  • Routed length per instance: 20.74 µm
  • DRT Pass-1 Iters: 5
  • Initial drt markers: 1,098
  • Final ANT Viol Nets: 0
  • Via count: 17,051

GRT
  • Global-route wire length before repair: 129,300 µm
  • Met2 Usage GRT: 17.23%
  • Initial antenna violation count: 39
  • Largest net degree at the start of global routing: between 150 and 200
  • GR Overflow Total: 0
  • Tot GR Track Use: ~11%
  • Vias in the first global route: 17,328
  • Gr busiest metal: met2
  • Met1 global-route usage: between 10 and 15%
  • Global Route met3 Usage: 5.339%

Die
  • Core area: approximately 150,000 µm²
  • Die Y-Extent: around 410 µm
  • Die area: about 170,000 µm²
  • Rows: 141
  • Die width: 407 µm
  • FP Util: 14.06%
  • I/O pin count: 769

Logic synthesis
  • Mean cell area of the mapped netlist: 10.99 µm²
  • Post-synth cell types: 57
  • Seq/Total Area, Yosys: 54.83%
  • Synth Flop Type: edfxtp_1
  • List of most frequent post-synthesis cells: 407 x nand2_1, 396 x o21ai_0, 386 x mux2i_1
  • Yosys warns: 4
  • Top area cell types: edfxtp_1 55%, mux2i_1 19%, o21ai_0 9.5%
  • Count leader, synth: nand2_1
  • YS chip area: between 20,000 and 25,000 µm²
  • Area share, top type: 54.83%
  • Area leader, netlist: edfxtp_1
  • Synthesized cell area: about 21,000 µm²
  • Cells after synthesis: roughly 1,900
  • Post-synth EDFFs: 381
  • FF+latch count, synth: 381
  • Cells in synth_stat.txt: 1,899
  • Share of flip-flops with an asynchronous set or reset: 0%

Placement
  • GP Congestion: about 0.94
  • Port Buffers: 768
  • Pre-CTS setup slack: 5329 ps
  • HPWL after DPL: 77,580 µm
  • Placed Area: 30,690 µm²
  • Inst Count DP: 4,558

Setup path
  • Crit path max fanout: 15
  • Startpoint types: register
  • Worst EP arrival: 5240 ps
  • CP required: about 11,000 ps
  • Critical path class: reg2reg
  • Worst setup EP type: register

CTS
  • Post-CTS Setup Inserts: 0
  • CTS tree: done
  • CTS sink cnt: about 380
  • Worst-Skew Late Latency: about 620 ps
  • H-Tree Level Count: 2
  • CTS Hold Bufs: 0
  • Post_cts resized: 0
  • Num CTS Buffers: 49
  • Clock root buffer: clkbuf_16
  • Worst-path clk slew: 60 ps
  • CTS max path bufs: 3

Layout
  • Non-filler instance count after layout: 4,668
  • # fillers: 15,857
  • Syn-to-layout area delta: 54.43%
  • Design area: 32,230 µm²
  • Register Area: approximately 11,000 µm²
  • Gate Area: 8733 µm²
  • Fraction of layout cells with a size suffix above 1: 4.766%
  • Core Util, Final: between 20% and 30%

Pwr
  • Tot Pwr: 5.235 mW
  • PD cells: 162.4 nW/µm²
  • Peak supply drop: 0.1532 mV
  • Leak pwr: 12.21 nW

Flow run
  • Log Warnings: 34
  • MaxCap Viol Count: 0

Run status
  • Status: completed

Worst hold path
  • Hold/Removal Path Class: reg2reg
-- routing by layer --
metal  share of wire [%]  vias to the layer above
met1                  41                     7935
met4                 1.9                       18
li1                    -                     8387
met2                  46                      617
met5                0.11                        -
met3                  11                       94
-- state kept, by name, indices dropped and copies added (netlist names) --
signal	count
ch	238
sec	136
u	7
-- cell families after synthesis --
group / Yosys count / synth area share [%]
multiplexers: 391 / 18.91
buffers and inverters: 155 / 3.370
adder cells (fa/ha/maj): 18 / 1.151
XOR/XNOR: 35 / 1.469
AND/OR/NAND/NOR: 467 / 8.856
AND-OR/OR-AND: 452 / 11.42
flip-flops: 381 / 54.83
-- layout make-up --
class,count,area share [%]
multi-input combinational,1363,27.10
inverter,13,0.1514
antenna,22,0.1708
clock buffer,58,3.910
clock inverter,30,0.6989
tap,2002,7.773
timing repair buffer,799,24.69
sequential,381,35.50
-- worst max-delay path: stages, from the launching register on --
cell	delay, ps
edfxtp_1	820
mux2_2	430
nand2_1	60
o21ai_0	110
xnor2_1	280
ha_1	290
a21o_1	170
nand4_1	90
nand3_1	110
a31o_2	330
xor2_1	160
ha_1	220
inv_1	80
fa_1	450
nand2b_1	170
a21oi_1	170
xor2_1	290
nand4b_1	160
xnor2_1	150
o21ai_1	70
-- path summary, 6_finish.rpt --
| check | end | cells after the start | startpoint | slack (ps) |
|---|---|---|---|---|
| setup / recovery | u[6] | 19 | sec[0] | 5790 |
| hold / removal | ch[218] | 2 | ch[232] | 600 |
| setup reg to reg | u[6] | 19 | sec[0] | 5790 |
| hold reg to reg | ch[218] | 2 | ch[232] | 600 |
-- cells in the final DEF (no fill, tap or decap), drive strengths merged, types with 21 or more instances in the layout --
cell type      Yosys  routed
clkdlybuf4s50      0     764
nand2            408     408
o21ai            398     398
mux2i            386     386
edfxtp           381     381
clkbuf            72      58
buf               70      35
clkinv             0      23
diode              0      22
xnor2             22      22
a21oi             21      21
-- power breakdown --
group / total [mW] / internal, mW / switching (mW)
clock: 1.57 / 0.870 / 0.696
combinational: 1.69 / 0.852 / 0.836
sequential: 1.98 / 1.87 / 0.113
Power and IR drop assume default switching activity.
