===== flow/config.mk =====
export PLATFORM = sky130hd
export DESIGN_NAME = tag
export DESIGN_NICKNAME = tag
export VERILOG_FILES = /design/flow/design.v
export SDC_FILE = /design/flow/constraint.sdc
export NUM_CORES = 4
export LEC_CHECK = 1
export CORE_AREA = 10 10 449 449
export DIE_AREA = 0 0 459 459

===== flow/constraint.sdc =====
current_design tag

set clk_period 14.3
set clk_io_pct 0.2

create_clock -name clk0 -period $clk_period [get_ports {clk}]

set non_clock_inputs [all_inputs -no_clocks]
set_input_delay [expr $clk_period * $clk_io_pct] -clock clk0 $non_clock_inputs
set_output_delay [expr $clk_period * $clk_io_pct] -clock clk0 [all_outputs]

===== flow/design.v =====
module tag (u,b,a,y,x,e,clk,ldb, lda, ldx, ldy, lde, innerprod);
   output reg [6:0] u;
   input [237:0]    b;
   input [237:0]    a;
   input [135:0]    y;
   input [135:0]    x;
   input [6:0] 	    e;
   input 	    clk, ldb, lda, ldx, ldy, lde, innerprod;
   reg [237:0] 	    ch;
   reg [135:0] 	    sec;
   reg [6:0] 	    er;
   reg [6:0] 	    u;
   reg [6:0] 	    accin;
   reg [6:0] 	    accout, accinv;
   reg [6:0] 	    accunsign;
   wire [7:0] 	    acctmp;
   assign acctmp = {1'b0,accinv} + {1'b0,u};
   always @ (*) begin
          case  (sec[2:0])
	    6: accin <= {ch[0],ch[6:1]};
	    5: accin <= {ch[1:0],ch[6:2]};
	    4: accin <= {ch[2:0],ch[6:3]};
	    3: accin <= {ch[3:0],ch[6:4]};
	    2: accin <= {ch[4:0],ch[6:5]};
	    1: accin <= {ch[5:0],ch[6]};
	    default: accin <= ch[6:0];
	  endcase  
          if (acctmp[7] == 1) begin
	     accout <= acctmp + 1;
	  end
          else begin
	     accout <= acctmp;
	  end
          if (sec[3]) begin
	     accinv <= ~(accin);
	  end
          else begin
	     accinv <= accin;
	  end
   end  
   always @ (posedge clk) begin
          if (lde) begin
	     u <= e;
	  end
          else if (innerprod) begin
	     u <= accout;
	  end
          if (ldb) begin
	     ch <= b;
	  end
          else if (lda) begin
	     ch <= a;
	  end
          else if (innerprod) begin
	     ch <= {ch[6:0],ch[237:7]};
	  end
          if (ldx) begin
	     sec <= x;
	  end
          else if (ldy) begin
	     sec <= y;
	  end
          else if (innerprod) begin
	     sec <= {sec[3:0],sec[135:4]};
	  end
   end  
   endmodule

===== flow/run.sh =====
#!/bin/bash
# OpenROAD 26Q1-2900-gdf79404cd8, Yosys 0.63+post, stock flow scripts
make -C /OpenROAD-flow-scripts/flow DESIGN_CONFIG=/design/flow/config.mk WORK_HOME=/design/flow/orfs finish

==> results.txt <==
Status of the implementation.

- The run finished with clean final reports.
- The H-tree depth is 2, for reference.
- The worst-skew pair later-pin latency is between 0.6 and 0.7 ns, for reference.
- For this run, the register share of the synthesized area comes to between 50% and 60%.
- The count of unresolved DRC violations after routing is 0, for reference.
- By area the synthesized netlist is led by sky130_fd_sc_hd__edfxtp_1, sky130_fd_sc_hd__mux2i_1, sky130_fd_sc_hd__o21ai_0.
- On the worst setup and hold paths after CTS, the clock-pin slew comes to around 0.06 ns.
- The synthesis report lists the Yosys warning total as 1.
- Per the log, the first TritonRoute iteration ended with a DRC count of between 1000 and 1500.
- Before any placement, the netlist area is recorded as 0.01995 sq mm.
- The worst setup path is captured at a flop.
- Along the worst path, the maximum fanout reaches 53.
- The area overhead of the layout relative to synthesis is 61.80%, for reference.
- Based on the critical path, the design can be clocked at up to approximately 190 MHz.
- The power share of the combinational group is 20.9%, for reference.
- In this run the tools logged warnings totalling 33.
- The number of endpoints failing setup at the final stage is 0, for reference.
- The critical path class is input port to flop, for reference.
- The number of flops mapped to enable cells by yosys is 381, for reference.
- After synthesis, the largest area contributor takes up 57.34% of total cell area.
- The clock network power share is 37.9%, for reference.
- The most popular library cell in the synthesized design by count is sky130_fd_sc_hd__nand2_1, for reference.
- Synthesis instantiated 39 different standard cells from the library.
- For the worst setup path, the data required time is 14.60 ns.
- The number of routed nets with antenna violations is 0, for reference.
- The buffer_ports step reported a buffer count of 768.
- Setup repair after global routing left no endpoint under its margin.
- For the worst setup path, the data arrival time is between 5 and 6 ns.
- The global route stage reports its total congestion overflow as 0.
- For the final routed database, the setup TNS stands at 0 ns.
- The commonest cells after synthesis are sky130_fd_sc_hd__nand2_1, sky130_fd_sc_hd__o21ai_0, sky130_fd_sc_hd__edfxtp_1, sky130_fd_sc_hd__mux2i_1, sky130_fd_sc_hd__clkbuf_1.
- The via-per-instance ratio is roughly 3.4, for reference.
- The largest net degree at the start of global routing is around 120, for reference.
- The internal cell power is 2.554 mW, for reference.
- The placed instances occupy a cell area of 0.03052 sq mm.
- The area enclosed by the die boundary is 0.2107 sq mm, for reference.
- Per the CTS log, the root buffer master is sky130_fd_sc_hd__clkbuf_16.
- The initial antenna violation count is 170, for reference.
- TritonCTS built the clock tree.
- After legalization and detailed placement, the total HPWL measured 113200 um.
- The vias after detailed routing is 17450, for reference.
- The wire length of the first global-routing pass is between 150000 and 200000 um, for reference.
- The type of origin of the critical path is an input port, for reference.
- The sequential fraction of design power is 41.2%, for reference.
- The maximum ir drop on the vdd rail is 113.6 uV, for reference.
- The final weighted congestion in routability-driven placement is 0.9375, for reference.
- The post-route cell area is about 0.032 sq mm, for reference.
- Counting endpoints that fail hold in the final report gives 0.
- Across the run, the number of max-cap violations was 0.
- The sum of routed wire length over all layers is 134800 um, for reference.
- Headroom to the max-slew limit came out at 42.78%.
- The count of instantiated cells in the yosys netlist is 1784, for reference.
- At the pin with the least slew margin, the transition time is 0.8584 ns.
- The count of hold-fix buffers inserted at cts is 0, for reference.
- Dividing the detail-routed wire length by the instance count gives 26.48 um.
- In the synthesized netlist the dominant register cell turns out to be sky130_fd_sc_hd__edfxtp_1.
- Per the OpenROAD power report, leakage power amounts to 11.90 nW.
- The share of the core area taken by cells at floorplan is 10.38%.
- The cell type that accounts for the most area after synthesis is sky130_fd_sc_hd__edfxtp_1.
- The fraction of the cycle the final worst path needs is between 30% and 40%, for reference.
- The I/O pin count is approximately 770, for reference.
- The final worst clock skew is 0.02962 ns, for reference.
- The die is 459 um wide.
- The power per cell area is 109.7 mW/mm^2, for reference.
- The Yosys chip area is 0.01995 sq mm, for reference.
- The floorplan has approximately 160 rows.
- Measured along the y axis, the die boundary spans 459 um.
- The post-synthesis instance total is 1784, for reference.
- After clock tree synthesis, the repair step resized 0 gates.
- The buffer depth of the longest clock path is 3, for reference.
- The proportion of layout cells with a drive suffix above 1 is 4.651%, for reference.
- The synthesized area per cell is 11.18 sq um, for reference.
- The async set-or-reset flop fraction in the synthesized netlist is 0%, for reference.
- According to the hold report, the worst path is of the flop to flop type.
- The standard cell core area is 0.1922 sq mm, for reference.
- Once the clock tree was built, the setup fixing pass inserted 0 buffers.
- The post-synth register bit count is between 300 and 400.
- In the global route stage, overall resource usage came out at about an eighth.
- The number of global-route vias before repair came to 17500.
- The clock period minus worst slack is 5.362 ns, for reference.
- The iteration count of the initial detailed-routing pass is 6, for reference.
- The switching power is 988.4 uW, for reference.
- Of the total power, the share spent switching nets is 27.90%.
- The CTS sink count is 381, for reference.
- For reference, the final report shows the max-slew violation count at 0.
- The total clock buffers created by CTS is 53, for reference.
## final cells by class
cell class	count	area [sq um]
Antenna cell	29	72.57
Clock buffer	62	1360
Clock inverter	32	331.6
Fill cell	21280	159900
Inverter	3	11.26
Multi-Input combinational cell	1265	7980
Sequential cell	381	11440
Tap cell	2526	3161
Timing Repair Buffer	794	7928
## sequential cells by signal (all words and copies together) (netlist names)
signal	count
ch	238
sec	136
u	7
## worst paths after layout
check / from / to / slack [ns] / cells after the start
setup / recovery: innerprod / ch[142] / 8.94 / 4
hold / removal: sec[56] / sec[52] / 0.60 / 2
setup reg to reg: sec[1] / u[6] / 9.90 / 15
hold reg to reg: sec[56] / sec[52] / 0.60 / 2
## power groups by stage
| stage | logic [mW] | registers [mW] | clock network (mW) |
|---|---|---|---|
| finish | 0.740 | 1.46 | 1.34 |
| CTS | 0.750 | 1.46 | 1.40 |
| global route | 0.815 | 1.47 | 1.44 |
## kinds of logic (layout without fill, tap and decap cells)
| family | count (synthesis) | after routing | share of synthesized area (%) |
|---|---|---|---|
| simple gates | 436 | 436 | 8.572 |
| flops | 381 | 381 | 57.34 |
| mux | 381 | 381 | 19.14 |
| fa+ha+maj | 9 | 9 | 0.6020 |
| buf+inv | 138 | 891 | 2.715 |
| xor+xnor | 16 | 16 | 0.7023 |
| compound gates | 423 | 423 | 10.92 |
| other cells | 0 | 29 | 0 |
## routing by layer
metal  wire, um  vias to the layer above  track usage, %
li1           -                     8020               -
met1      53720                     8186           15.62
met2      61080                      858           19.35
met3      15440                      277           6.237
met4       3957                      106           2.722
met5        640                        -               0
## cell usage in the layout (no fill, tap or decap), drive strengths merged, types with 2 or more instances in the layout
master / n
a211oi: 5
a21oi: 15
a221oi: 5
a311oi: 2
a31oi: 2
buf: 30
bufinv: 5
clkbuf: 62
clkdlybuf4s50: 764
clkinv: 19
clkinvlp: 4
diode: 29
edfxtp: 381
ha: 8
inv: 7
mux2: 5
mux2i: 376
nand2: 394
nand2b: 2
nand3: 6
nor2: 18
nor2b: 2
nor3: 3
o211ai: 2
o21ai: 387
or2: 2
or3: 3
xnor2: 12
xor2: 4
## per-stage QoR
stage          hold slack [ns]  std cells  power [mW]  setup slack (ns)  util, %
5_1_grt                 0.6256       5074       3.725             8.842    16.78
3_5_place_dp            0.5906       4969       2.229             8.209    15.88
3_3_place_gp            0.5843       4969       2.227             8.226    15.88
6_report                0.6002       5092       3.542             8.938    16.80
2_1_floorplan           0.5739       1784       1.817             5.225        -
4_1_cts                 0.6038       5063       3.608             8.950    16.76
## critical path, cell delays in order
cell and delay, ns:
sky130_fd_sc_hd__clkdlybuf4s50_1 0.63, sky130_fd_sc_hd__or3_4 0.64, sky130_fd_sc_hd__buf_4 0.73, sky130_fd_sc_hd__buf_4 0.69
No activity file was given, so power comes from the tool's default toggle rates.
